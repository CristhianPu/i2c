==> design.v <==
module i2c_controller(clk,rst,init,data,data_out,bussy,sda,scl);
	input  clk;
	input rst;
	input  init;	
	input [7:0] data; 
	output reg [7:0] data_out;
	output bussy;
	inout sda;
	inout scl;
	localparam IDLE =      8'b00000000;
	localparam START =     8'b00000001;
	localparam ADDRESS =   8'b00000010;
	localparam READ_ACK =  8'b00000100;
	localparam WRITE_DATA= 8'b00001000;
	localparam WRITE_ACK = 8'b00010000;
	localparam READ_DATA = 8'b00100000;
	localparam READ_ACK2 = 8'b01000000;
	localparam STOP =      8'b10000000;
	localparam Div = 249;  
	localparam pwm = 163;  
	localparam pwm2 = 81;
	reg [7:0] state;
	reg [7:0] saved_addr;
	reg [7:0] saved_data = 8'b10001010;
	reg [7:0] counter=0;
	reg sda_enable;
	reg sda_out;
	reg scl_enable = 0;
	reg i2c_clk;
	reg sda_clk;
	assign bussy = (scl_enable == 1) ? 1 : 0;
	assign scl = (scl_enable == 0 ) ? 1 : i2c_clk;
	assign sda = (sda_enable == 1) ? sda_out : 'bz;
	reg [9:0] count = 0;
	always @(posedge clk, posedge rst) begin
		if (rst==1) begin
			count = 0;
			i2c_clk = 1;
			sda_clk = 1;
		end else begin
			if (count < Div) count = count + 1;
			else count = 0;
			if(count < pwm2)begin
				i2c_clk = 0;
				sda_clk = 1;
			end else if(count >= pwm2 && count <= pwm)begin 
				i2c_clk = 0;
				sda_clk = 0;
			end	
			else begin
				i2c_clk = 1;
				sda_clk = 1;
			end 
		end
	end 
	always @(negedge i2c_clk, posedge rst) begin
		if(rst == 1) begin
			scl_enable = 0;
		end else begin
			if ((state == IDLE) || (state == START) || (state == STOP)) begin
				scl_enable = 0;
			end else begin
				scl_enable = 1;
			end
		end
	end
	always @(posedge i2c_clk, posedge rst) begin
		if(rst == 1) begin
			state = IDLE;
		end		
		else begin
			case(state)
				IDLE: begin
					if (init) begin
						state = START;
						saved_addr = data;
					end
					else state = IDLE;
				end
				START: begin
					counter = 7;
					state = ADDRESS;
				end
				ADDRESS: begin
					if (counter == 0) begin 
						state = READ_ACK;
					end else counter = counter - 1;
				end
				READ_ACK: begin
					if (sda == 0 && sda_enable==0) begin
						counter = 7;
						if(saved_addr[0] == 0) state = WRITE_DATA;
						else state = READ_DATA;
					end else state = STOP;
				end
				WRITE_DATA: begin
					if(counter == 0) begin
						state = READ_ACK2;
					end else counter = counter - 1;
				end
				READ_ACK2: begin
					if ((sda == 0) && (init == 1)) state = IDLE;
					else state = STOP;
				end
				READ_DATA: begin
					data_out[counter] = sda;
					if (counter == 0) state = WRITE_ACK;
					else counter = counter - 1;
				end
				WRITE_ACK: begin
					state = STOP;
				end
				STOP: begin
					state = IDLE;
				end
			endcase
		end
	end
	always @(negedge i2c_clk, posedge rst) begin
		if(rst == 1) begin
			sda_enable = 1;
			sda_out = 1;
		end else begin
			case(state)
				START: begin
					sda_enable = 1;
					sda_out = 0;
				end
				ADDRESS: begin
					sda_out = saved_addr[counter];
				end
				READ_ACK: begin
					sda_enable = 0;
				end
				WRITE_DATA: begin 
					sda_enable = 1;
					sda_out = saved_data[counter];
				end
				WRITE_ACK: begin
					sda_enable = 1;
					sda_out = 0;
				end
				READ_DATA: begin
					sda_enable = 0;				
				end
				STOP: begin
					sda_enable = 1;
					sda_out = 1;
				end
			endcase
		end
	end	
endmodule
module peripheral_i2c(
  input clk,
  input rst,
  input [15:0] d_in,
  input cs,
  input [3:0] addr,  
  input rd,
  input wr,
  output reg [15:0] d_out,
  output sda, 
  output scl 
  );
reg [5:0] s; 	 
reg [7:0] data_in;
reg init = 0;
wire busy;
wire [7:0] data_out;
always @(*) begin 
  case (addr)
    4'h0:begin s = (cs && wr) ? 6'b000001 : 6'b000000 ;end  
    4'h2:begin s = (cs && wr) ? 6'b000010 : 6'b000000 ;end  
    4'h4:begin s = (cs && rd) ? 6'b000100 : 6'b000000 ;end  
    4'h6:begin s = (cs && rd) ? 6'b001000 : 6'b000000 ;end 
  default:begin s = 6'b000000 ; end
  endcase
end 
always @(negedge clk) begin 
  init    = (s[0]) ? d_in : init;	 
  data_in  = (s[1]) ? d_in[15:8] : data_in;	 
end 
always @(negedge clk) begin 
  case (s)
    6'b000100: d_out[0] = busy ;
    6'b001000: d_out[7:0] = data_out;
  default: d_out   = 0 ;
  endcase
end 
i2c_controller i2c(.clk(clk),.rst(rst),.init(init),.data(data_in),.data_out(data_out),.bussy(busy),.sda(sda),.scl(scl));
endmodule
==> run.sh <==
#!/bin/bash
# OpenROAD 26Q1-2900-gdf79404cd8, Yosys 0.63+post, stock flow scripts
make -C /OpenROAD-flow-scripts/flow DESIGN_CONFIG=/design/flow/config.mk WORK_HOME=/design/flow/orfs finish
==> config.mk <==
export PLATFORM = sky130hd
export DESIGN_NAME = peripheral_i2c
export DESIGN_NICKNAME = peripheral_i2c
export VERILOG_FILES = /design/flow/design.v
export SDC_FILE = /design/flow/constraint.sdc
export NUM_CORES = 4
export LEC_CHECK = 1
export CORE_UTILIZATION = 50
==> constraint.sdc <==
current_design peripheral_i2c

set clk_period 3.5
set clk_io_pct 0.2

create_clock -name clk0 -period $clk_period [get_ports {clk}]

set non_clock_inputs [all_inputs -no_clocks]
set_input_delay [expr $clk_period * $clk_io_pct] -clock clk0 $non_clock_inputs
set_output_delay [expr $clk_period * $clk_io_pct] -clock clk0 [all_outputs]
==> qor.yml <==
status: "complete, no violations"
dominant_combinational_cell_family_by_area_after_synthesis: "simple AND/OR/NAND/NOR gates"
postCtsSetupRepairBufs: 0
gp_congestion: 0.841
core_area_mm2: 0.00561
viasPerCell: 5.06
initial_core_utilization: 0.530
postSynthAreaPerCell_um2: 11.7
max_slew.worst_pin.slew_ns: 0.705
clock-skew-final_ns: 0.00128
clk_path_buf_depth: 2
power_density_mw_per_mm2: 189
postSynthRegisterBits: 64
flip_flops_with_a_built_in_enable: 40
drive_above_1_share: 0.0936
synth_async_sr_flop_share: 0.359
count_of_endpoints_without_a_timing_constraint: 61
initial_antenna_violation_count: 0
hold_path.startpoint: "i2c.count[9]"
detail-route-antenna-nets: 0
synth_simple_gate_area_share: 0.180
rows: 27
ctsHtreeMaxLevel: 1
p_leak_nw: 1.42
unrepaired_setup_endpoints_after_global_routing: "no"
first_global_vias: 1827
post-place-cells: 351
main_area_contributors: "sky130_fd_sc_hd__edfxtp_1 (40%), sky130_fd_sc_hd__dfrtp_1 (15%), sky130_fd_sc_hd__nor2_1 (3.9%)"
finalWorstSetupSlack_ns: 0.0925
routed_wire_length_per_instance_um: 12.9
port-buffer-count: 27
detail_route.antenna_diodes: 0
floorplan.die.width_um: 79.1
setup_violations: 0
max-slew-margin-rel: 0.527
yosys-stat-cells: 255
synthMuxAreaShare: 0.0459
synthCells: 255
tally_of_non_filler_cells_in_the_final_layout: 371
postRouteWirelength_um: 4800
hold_class: "register to register"
boundaryPins: 43
synth_to_final_area_change_pct: 14.4
xor_share: 0.0353
cp_data_arrival_time_ns: 1.73
detailedPlacementHpwl_um: 3660
detail_route.drc_violations: 0
end_kind: "register"
worstSetupStartpointType: "input port"
synth-warning-count: 3
largest_area_cell: "sky130_fd_sc_hd__edfxtp_1"
die_area_mm2: 0.00626
slew_viol_final: 0
cts_hold_repair.buffers: 0
placedInstanceArea_mm2: 0.00330
worstSkewPairLatency_ns: 0.28
hold_viol: 0
worst_slack_at_placement_ns: -0.278
detail_route.first_pass.iterations: 4
grt-ovfl-total: 0
synth_top_flop_cell: "sky130_fd_sc_hd__edfxtp_1"
grt_max_degree: 36
final_area_mm2: 0.00340
worstSetupPathType: "input port to register"
ys_sh_aoi: 0.0623
ctsRootBufferMaster: "sky130_fd_sc_hd__clkbuf_8"
required_ns: 1.82
yosys.cell_types.count: 53
cts_made_buffers: 3
drv.max_cap_violation_count: 0
synth.cell_area_mm2: 0.00297
yosysChipArea_mm2: 0.00297
register_pins_left_without_a_clock: 36
detailedRoute.firstIterationViolations: 65
grt_pass1_wl_um: 8190
warning_count: 52
clk_pin_slew_ns: 0.10
synth-adder-area-share: 0.0168
setup.worst_path.start: "addr[0]"
top_cell_area_share: 0.404
critical_path_fanout_max: 7
regToRegStartpoint: "i2c.count[2]"
max-vdd-ir-drop_v: 0.000149
grt.total_usage: 0.179
vias: 1876
yosys.stat.seqShare: 0.606
tritoncts: "done"
height_of_the_chip_um: 79.1
==> worst max-delay path, stage by stage <==
cell and delay [ns]:
sky130_fd_sc_hd__clkdlybuf4s50_1 0.40, sky130_fd_sc_hd__nor2_1 0.14, sky130_fd_sc_hd__nand4_1 0.18, sky130_fd_sc_hd__nand2b_2 0.31
==> power by group <==
group / switching, mW / internal [mW] / total [mW]
registers: 0.00229 / 0.355 / 0.357
clock network: 0.146 / 0.105 / 0.251
logic: 0.0145 / 0.0225 / 0.0369
==> cell type report <==
| cell class | instances | area (um^2) |
|---|---|---|
| fill | 465 | 2200 |
| tap | 72 | 90.1 |
| multi-input combinational | 169 | 1060 |
| timing repair buffer | 31 | 290 |
| inverter | 14 | 52.6 |
| clock buffer | 3 | 41.3 |
| clock inverter | 18 | 68.8 |
| sequential | 64 | 1800 |
==> cell usage after synthesis (all sizes together), types with 2 or more instances <==
library cell / number
a211o: 2
a21o: 2
a21oi: 7
and2: 10
buf: 10
clkbuf: 6
dfrtp: 18
dfstp: 4
edfxtp: 40
ha: 4
inv: 15
mux2: 8
mux2i: 2
nand2: 21
nand2b: 2
nand3: 10
nand3b: 2
nand4: 5
nand4b: 2
nor2: 31
nor2b: 2
nor3: 7
nor4: 3
nor4b: 2
o21ai: 7
or3: 2
or4: 2
xnor2: 4
xor2: 8
==> kinds of logic after synthesis <==
kind of cell,Yosys count
xor gates and xnor gates,12
and+or+nand+nor,104
AOI/OAI and AO/OA,28
buffers and inverters,31
muxes,11
other,1
DFF,64
adders and majority gates,4
==> placed cells by master, fill, tap and decap left out, types with 8 or more instances in the layout <==
| master | n |
|---|---|
| sky130_fd_sc_hd__inv_1 | 31 |
| sky130_fd_sc_hd__and2_1 | 10 |
| sky130_fd_sc_hd__nor2_1 | 29 |
| sky130_fd_sc_hd__clkdlybuf4s50_1 | 19 |
| sky130_fd_sc_hd__conb_1 | 10 |
| sky130_fd_sc_hd__nand2_1 | 21 |
| sky130_fd_sc_hd__nand3_1 | 9 |
| sky130_fd_sc_hd__xor2_1 | 8 |
| sky130_fd_sc_hd__dlygate4sd2_1 | 8 |
| sky130_fd_sc_hd__edfxtp_1 | 40 |
| sky130_fd_sc_hd__dfrtp_1 | 18 |
==> per-layer routing <==
layer	wire length [um]	up-vias	track usage
met1	2240	864	0.288
met4	9	0	0.0291
met2	2330	45	0.278
met5	0	-	0
met3	215	2	0.0385
li1	-	965	-
==> repair_timing <==
| action | CTS | global route |
|---|---|---|
| setup endpoints to repair | 8 | 14 |
| resized | 8 | 3 |
| pin swaps | 0 | 0 |
| gates cloned | 0 | 0 |
==> state kept, by name, summed over array words and instances (netlist names) <==
signal and cells:
d_out 8, init 1, i2c.data_out 8, i2c.scl_enable 1, i2c.saved_addr 8, i2c.sda_out 1, i2c.state 9, i2c.sda_enable 1
i2c.i2c_clk 1, i2c.count 10, i2c.counter 8, data_in 8
==> per-stage QoR <==
step	total power [mW]	hold slack [ns]	util	TNS (ns)
2_1_floorplan	0.410	0.418	-	0
3_3_place_gp	0.431	0.440	0.588	-5.74
3_5_place_dp	0.432	0.442	0.588	-5.82
4_1_cts	0.664	0.457	0.606	0
5_1_grt	0.693	0.482	0.607	0
6_report	0.645	0.452	0.607	0
==> final timing paths <==
path	to	slack (ns)	cells past startpoint
setup / recovery	d_out[7]	0.09	4
hold / removal	i2c.count[7]	0.45	1
setup reg to reg	i2c.i2c_clk	1.95	4
hold reg to reg	i2c.count[7]	0.45	1
max in group asynchronous	i2c.i2c_clk	2.09	3
min in group asynchronous	i2c.count[8]	1.18	3
Power and IR drop assume default switching activity.
